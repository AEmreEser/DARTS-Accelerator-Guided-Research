==> design/flow/design.v <==
`timescale 1ns/1ps
module fixed_3_input_adder #(
    parameter a_size = 32,
    parameter b_size = 32,
    parameter c_size = 32,
    parameter outSize = 35
)(
    input  logic signed [a_size-1:0] a,
    input  logic signed [b_size-1:0] b,
    input logic signed [c_size-1:0] c,
    output logic signed [outSize - 1:0] result
);
    generate
        if (outSize < a_size) begin : PARAM_CHECK_A
            initial begin
                $error("Parameter mismatch: outSize (%0d) < a_size (%0d).", outSize, a_size);
                $finish;
            end
        end
        if (outSize < b_size) begin : PARAM_CHECK_B
            initial begin
                $error("Parameter mismatch: outSize (%0d) < b_size (%0d).", outSize, b_size);
                $finish;
            end
        end
        if (outSize < c_size) begin : PARAM_CHECK_C
            initial begin
                $error("Parameter mismatch: outSize (%0d) < c_size (%0d).", outSize, c_size);
                $finish;
            end
        end
    endgenerate
    wire signed [outSize-1:0] a_ext = {{(outSize - a_size){a[a_size-1]}}, a};
    wire signed [outSize-1:0] b_ext = {{(outSize - b_size){b[b_size-1]}}, b};
    wire signed [outSize-1:0] c_ext = {{(outSize - c_size){c[c_size-1]}}, c};
    assign result = a_ext + b_ext + c_ext;
endmodule
==> design/flow/run.sh <==
#!/bin/bash
# OpenROAD 26Q1-2900-gdf79404cd8, Yosys 0.63+post, stock flow scripts
make -C /OpenROAD-flow-scripts/flow DESIGN_CONFIG=/design/flow/config.mk WORK_HOME=/design/flow/orfs finish
==> design/flow/config.mk <==
export PLATFORM = sky130hd
export DESIGN_NAME = fixed_3_input_adder
export DESIGN_NICKNAME = fixed_3_input_adder
export VERILOG_FILES = /design/flow/design.v
export SDC_FILE = /design/flow/constraint.sdc
export NUM_CORES = 4
export LEC_CHECK = 1
export CORE_UTILIZATION = 50
export SYNTH_HDL_FRONTEND = slang
==> design/flow/constraint.sdc <==
current_design fixed_3_input_adder

set clk_period 18.2
set clk_io_pct 0.2

create_clock -name clk0 -period $clk_period

set non_clock_inputs [all_inputs -no_clocks]
set_input_delay [expr $clk_period * $clk_io_pct] -clock clk0 $non_clock_inputs
set_output_delay [expr $clk_period * $clk_io_pct] -clock clk0 [all_outputs]
==> results.toml <==
# generated from flow reports
[status]
status = "complete, no violations"

[detailed_routing]
vias_per_cell = 5.571
drt-initial-drc-count = 90
postRouteAntennaNets = 0
vias = 2663
dr.pass1.iters = 4
routedWlPerCell_um = 13.32
n_antenna_cell = 0
drcViolationCount = 0
wl_um = 6369

[synthesis]
ys_sh_aoi_pct = 27.51
syn_area_mm2 = 0.002470
yosysWarnings = 0
ys_seq_share_pct = 0
yosysCellCount = 287
ys_types = 55
syn_area_per_cell_um2 = 8.606
ys_sh_adder_pct = 42.96
top_area_share_pct = 26.75
synthCells = 287
simple_gate_area_share_pct = 16.01
xor_share_pct = 9.574
synth.area.top_cells = "fa_1, ha_1, a21oi_1"
yosys-stat-area_mm2 = 0.002470
synthTopLogicFamily = "adder cells"
synth_top_cell_by_area = "fa_1"
ys_sh_mux_pct = 0

[die]
fp_util_pct = 52.29
ios = 131
die_w_um = 72.29
die_h_um = 72.29
coreArea_mm2 = 0.004723
row_count = 25
die-area_mm2 = 0.005225

[placed_design]
numPortBuffers = 131
gp_congestion = 0.9069
hpwl_um = 5757

[cells_and_area]
nClkBuffers = 0
drive_gt1_share_pct = 1.946
lay_top_count = "clkdlybuf4s50_1"
layout_top_cells = "clkdlybuf4s50_1, fa_1, ha_1, a21oi_1, nand2_1"
seq_area_um2 = 0
final_util_pct = 80.79
areaGrowthSynthToFinish_pct = 54.51
ff_count = 0

[global_route]
grt_pass1_vias = 2605
grt_overflow = 0
grt_max_degree = 10
antenna_found_initial = 0
grt_usage_pct = 25.73
grt_pass1_wl_um = 10840

[power]
ir_worst_vdd_mv = 0.04524
p_total_mw = 0.2474
powerDensity_mw_per_mm2 = 64.84
p_leak_nw = 1.616

[sta]
hold_violations = 0
finalSetupViolCount = 0
rsz0062_at_grt = "false"
finalSetupTns_ns = 0
report.final.slew_viol_count = 0
max_freq_ghz = 0.09146
fin_crit_sh_pct = 60.08
slew_headroom_pct = 59.67
period_needed_ns = 10.93
tightest_slew_ns = 0.5971

[setup_path]
cp.required_ns = 14.56
arrival_ns = 7.29
start_kind = "input port"
cp_slowest_cell = "fa_1"
max_stage_delay_ns = 0.49
crit_chain = "clkdlybuf4s50_1, fa_1, ha_1, fa_1, a21o_1, a221oi_2, or4b_1, a31oi_1, a2111o_1, a21oi_2, xnor2_1, clkdlybuf4s50_1"
path_class = "in2out"
endpoint_kind = "output pin"
crit_fanout = 5

[cts]
postCtsSetupBuffers = 0
ctsResizeCount = 0
cts-hold-fix-buffers = 0

[job]
drv_cap = 0
tool_warnings = 33

[hold_path]
hold_class = "in2out"
worst paths after layout:
check | start | end | slack, ns | cells after the start
setup / recovery | a[1] | result[31] | 7.27 | 12
hold / removal | c[0] | result[0] | 8.37 | 5
metrics by stage:
stage               hold WS (ns)  instances  setup slack (ns)  area (µm²)
floorplan                  7.486        287             8.444        2470
finish                     8.374        478             7.266        3816
CTS                        8.380        478             7.245        3816
global route               8.409        478             7.105        3816
global placement           8.305        478             7.292        3816
detailed placement         8.379        478             7.255        3816
where the power goes:
part           internal [mW]  switching (mW)  total, mW
clock                      0               0          0
combinational          0.146           0.102      0.247
sequential                 0               0          0
total                  0.146           0.102      0.247
synth_stat cells (2+ instances only):
master	n
and4_1	2
or2_1	2
a21boi_1	2
o211ai_1	4
nand2_1	22
o21ai_1	5
nor2_1	14
a31o_1	2
nand3_1	8
xnor2_1	15
xor2_1	12
nor3b_1	2
a21oi_1	28
nor3_1	2
and2_1	3
o221ai_1	2
o21ai_0	11
inv_1	13
nand2b_1	5
buf_6	2
a211oi_1	3
buf_4	2
ha_1	32
fa_1	33
o2111ai_1	4
a21o_1	13
a31oi_1	6
nand4_1	2
and3_1	6
o21a_1	3
clkbuf_1	3
kinds of logic after synthesis:
logic type | Yosys count
AOI/OAI and AO/OA | 99
xor gates and xnor gates | 27
and+or+nand+nor | 76
buffers and inverters | 20
adders and majority gates | 65
per-layer routing:
layer	part of all wire, %	track usage, %
met1	43	36.89
met3	8.1	4.366
met4	0	1.743
met5	0	0
met2	49	43.93
critical path, delay by kind of cell:
family          cells  cell delay [ns]
fa+ha+maj           3             1.14
buf+inv             2             0.92
xor+xnor            1             0.12
compound gates      5             1.27
simple gates        1             0.20
cell type report:
| type | instances | area [µm²] |
|---|---|---|
| tap | 67 | 83.83 |
| inverter | 13 | 48.80 |
| timing repair buffer | 131 | 1311 |
| fill | 321 | 907.1 |
| multi-input combinational | 267 | 2372 |
Power is estimated from default activity; no workload was simulated.
